$ cat /design/flow/config.mk
export PLATFORM = sky130hd
export DESIGN_NAME = Ctrl
export DESIGN_NICKNAME = Ctrl
export VERILOG_FILES = /design/flow/design.v
export SDC_FILE = /design/flow/constraint.sdc
export NUM_CORES = 4
export LEC_CHECK = 1
export CORE_AREA = 10 10 70 70
export DIE_AREA = 0 0 80 80
$ cat /design/flow/constraint.sdc
current_design Ctrl

set clk_period 3.2
set clk_io_pct 0.2

create_clock -name clk0 -period $clk_period

set non_clock_inputs [all_inputs -no_clocks]
set_input_delay [expr $clk_period * $clk_io_pct] -clock clk0 $non_clock_inputs
set_output_delay [expr $clk_period * $clk_io_pct] -clock clk0 [all_outputs]
$ cat /design/flow/design.v
`timescale 1ns / 1ps
module Ctrl(
	input [15:0] instr,
	output reg [1:0] B_op,
	output reg TWrite,
	output reg NWrite,
	output reg RWrite,
	output reg MemRead,
	output reg MemWrite,
	output reg Jump,
	output reg JumpZ,
	output reg JumpReg,
	output reg [3:0] AluOp,
	output reg signed [1:0] Offset,
	output reg signed [1:0] AOffset,
	output reg [15:0] imm,
	output reg SelectImm,
	output reg Swap
    );
	always @(*) begin
		B_op = 0; TWrite = 0; NWrite = 0; RWrite = 0; MemRead = 0;
		MemWrite = 0; Jump = 0; JumpZ = 0; AluOp = 0; Offset = 0; AOffset = 0;
		imm = 0; SelectImm = 0; Swap = 0; JumpReg = 0;
		if (instr[15] == 1) begin  
			imm = instr[14:0];
			SelectImm = 1;
			TWrite = 1; AluOp = 10; Offset = 1;
		end else if (instr[15:9] == 0) begin  
			B_op = 2;  
			JumpReg = 1; AOffset = -1;
			AluOp = 10;  
		end else if (instr[15:13] == 'b001) begin  
			imm = instr[12:0];
			Jump = 1;
		end else if (instr[15:13] == 'b010) begin  
			imm = instr[12:0]; Jump = 1;
			B_op = 0;  
			AOffset = 1; AluOp = 10; RWrite = 1;
		end else if (instr[15:13] == 'b011) begin  
			imm = instr[12:0]; JumpZ = 1;
			AluOp = 10; Swap = 1;  
		end else begin  
			AluOp = instr[12:9];
			B_op = instr[8:7];
			if (instr[8:7] == 3)
				MemRead = 1;
			case (instr[6:5])
				0: TWrite = 1;
				1: NWrite = 1;
				2: RWrite = 1;
				3: MemWrite = 1;
				default: ;
			endcase
			Offset = instr[4:3];
			AOffset = instr[2:1];
			Swap = instr[0];
		end
	end
endmodule
$ cat /design/flow/run.sh
#!/bin/bash
# OpenROAD 26Q1-2900-gdf79404cd8, Yosys 0.63+post, stock flow scripts
make -C /OpenROAD-flow-scripts/flow DESIGN_CONFIG=/design/flow/config.mk WORK_HOME=/design/flow/orfs finish
==> qor.csv <==
metric,value,unit
grt_pass1_wl,3140,um
drt_iter0_markers,8,
wire_per_inst,13.3,um
n_fill_cell,373,
grt_antenna_before_repair,0,
p_leak,0.353,nW
hpwl,1760,um
period_used_share,0.943,
ant_nets,0,
vias_per_cell,3.78,
grt_usage,0.0596,
die_area,6400,um2
pre_cts_ws,0.169,ns
synth_area,368,um2
powerDensity,106,nW/um2
worst_setup_path_end_kind,output port,
rsz0062_at_grt,false,
required,2.56,ns
layout-drive-gt1-share,0.0926,
flops,0,
fin_crit,3.02,ns
wl,2040,um
setup_ws,0.183,ns
synthTopCellsByCount,"nor2b_1, and2_1, nor2_1",
drc,0,
fp.dieW,80,um
ys_seq_frac,0,
initial_core_util,0.108,
cp_max_fo,13,
grt_pass1_vias,586,
most_common_cell,nor2b_1,
worstSetupPathType,input pin to output port,
synth_cells,57,
synth.area.top_cells,"nor2b_1, and2_1, nor2_1",
tool_warnings,32,
hold_viol_final,0,
die_y,80,um
core-area,3420,um2
ys_cells,57,
yosys_area,368,um2
final.setup.tns,0,ns
hold_buffers,0,
drt-pass1-iter-count,4,
synth_top_area_share,0.221,
flop_area,0,um2
rows,21,
gp_congestion,0.788,
hold_path.class,input pin to output port,
insertedDiodeCount,0,
ys.warnings.count,1,
syn_area_per_cell,6.45,um2
cts_resized,0,
hold_ws,2.21,ns
cts_setup_buffers,0,
critPathLaunchType,input pin,
yosysTopAreaCell,nor2b_1,
drv_slew,0,
ios,52,
overflow,0,
port-buffer-count,51,
finalPower,0.101,mW
finalSetupViolCount,0,
post-route-util,0.278,
cp.arrival,2.38,ns
cap_viol_max_count,0,
grt_start_max_net_pins,14,
vias,582,
synth_cell_type_count,26,
irDropWorstVdd,0.0273,mV
fmax,0.331,GHz
status,"complete, no violations",
nClkBuffers,0,
syn_to_final_growth,158,%
==> cells in the final DEF (no fill, tap or decap), drive strengths merged <==
cell / instances
nand2: 2
o22ai: 1
nor4: 1
conb: 1
nor3b: 1
and4: 1
xnor2: 1
clkdlybuf4s50: 51
nor4b: 2
a21oi: 2
nor3: 3
or4b: 1
nor2: 5
o21a: 2
a31o: 2
buf: 8
and2: 5
and3: 2
or4: 1
a22o: 1
o31a: 1
nor2b: 13
and4b: 1
==> power breakdown <==
group	internal (mW)	switching [mW]
Clock	0	0
Sequential	0	0
Combinational	0.0712	0.0297
Total	0.0712	0.0297
==> cell type report <==
type | count | area, um2 | area share
Multi-Input combinational cell | 49 | 322 | 0.339
Tap cell | 46 | 57.6 | 0.0606
Timing Repair Buffer | 59 | 571 | 0.601
==> final timing paths <==
check | startpoint | endpoint | slack, ns | cells past startpoint
worst max-delay path | instr[15] | B_op[0] | 0.18 | 5
worst min-delay path | instr[4] | imm[4] | 2.21 | 3
==> critical path, cell delays in order <==
cell and delay, ns:
clkdlybuf4s50_1 0.52, nor3_2 0.34, buf_4 0.24, and3_1 0.16
clkdlybuf4s50_1 0.47
==> layer usage <==
| layer | track usage | vias up | part of all wire |
|---|---|---|---|
| met5 | 0 | - | 0 |
| met4 | 0 | 0 | 0 |
| met3 | 0.0205 | 0 | 0.11 |
| met2 | 0.0995 | 31 | 0.46 |
| met1 | 0.0765 | 251 | 0.43 |
| li1 | - | 300 | - |
==> metrics by stage <==
| stage | cells | instance area [um2] |
|---|---|---|
| 6_report | 154 | 950 |
| 5_1_grt | 154 | 950 |
| 4_1_cts | 154 | 950 |
| 3_5_place_dp | 154 | 950 |
| 3_3_place_gp | 154 | 950 |
| 2_1_floorplan | 57 | 368 |
==> cells by family (layout without fill, tap and decap cells) <==
kind of cell	Yosys count	count (layout)	synth area share
AND-OR/OR-AND	9	9	0.180
XOR/XNOR	1	1	0.0238
buffers and inverters	8	59	0.126
other	1	1	0.0102
AND/OR/NAND/NOR	38	38	0.660
Power is estimated from default activity; no workload was simulated.
