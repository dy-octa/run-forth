File: ./design.v
`timescale 1ns / 1ps
module alu_in(
    input [1:0] B_op,
	 input [15:0] T,
    input [15:0] PC,
    input [15:0] N,
    input [15:0] R,
	 input [15:0] imm,
    input [15:0] Mem,
    input Swap,
	 input SelectImm,
    output reg [15:0] A,
    output reg [15:0] B
    );
	always@(*) begin
		if (SelectImm) begin
			if (Swap) begin
				A = imm;
				B = T;
			end else begin
				A = T;
				B = imm;
			end
		end
		else
			case (B_op)
				0: if (Swap) begin
						A = PC + 2;
						B = T;
					end else begin
						A = T;
						B = PC + 2;
					end
				1: if (Swap) begin
						A = N;
						B = T;
					end else begin
						A = T;
						B = N;
					end
				2: if (Swap) begin
						A = R;
						B = T;
					end else begin
						A = T;
						B = R;
					end
				3: if (Swap) begin
						A = Mem;
						B = T;
					end else begin
						A = T;
						B = Mem;
					end
				default: begin
					A = {16{1'bx}};
					B = {16{1'bx}};
				end
			endcase
	end
endmodule
File: ./run.sh
#!/bin/bash
# OpenROAD 26Q1-2900-gdf79404cd8, Yosys 0.63+post, stock flow scripts
make -C /OpenROAD-flow-scripts/flow DESIGN_CONFIG=/design/flow/config.mk WORK_HOME=/design/flow/orfs finish
File: ./config.mk
export PLATFORM = sky130hd
export DESIGN_NAME = alu_in
export DESIGN_NICKNAME = alu_in
export VERILOG_FILES = /design/flow/design.v
export SDC_FILE = /design/flow/constraint.sdc
export NUM_CORES = 4
export LEC_CHECK = 1
export CORE_AREA = 10 10 114 114
export DIE_AREA = 0 0 124 124
File: ./constraint.sdc
current_design alu_in

set clk_period 5.4
set clk_io_pct 0.2

create_clock -name clk0 -period $clk_period

set non_clock_inputs [all_inputs -no_clocks]
set_input_delay [expr $clk_period * $clk_io_pct] -clock clk0 $non_clock_inputs
set_output_delay [expr $clk_period * $clk_io_pct] -clock clk0 [all_outputs]
==> reports/results.tsv <==
stage	metric	value	unit
outcome	outcome	finished clean	
die	Die W	124	um
sta	fmax	217	MHz
setup_path	CP cell instances	clkdlybuf4s50_1, ha_1, nand4_2, or3_1, a311o_1, a31oi_1, clkdlybuf4s50_1	
sta	Slew HR	0.378	
flow_run	OpenROAD warnings	32	
setup_path	family with the most delay on the worst path	buffers and inverters	
clocking	Resized Gates After CTS	0	
setup_path	CP arrival	3.54	ns
die	io pins	132	
grt	largest net degree at the start of global routing	28	
layout	Reg area	0	um^2
setup_path	CP peak stage delay	0.56	ns
detailed_routing	DRT Pass-1 Iters	7	
power_and_ir_drop	sw frac	0.358	
power_and_ir_drop	internal power	141	uW
die	Row Count	37	
placed_design	IO buf count	132	
setup_path	crit path DRT	4.32	ns
logic_synthesis	Yosys chip area	1320	um^2
sta	Final Hold Vio Count	0	
logic_synthesis	sequential share of the synthesized area	0	
flow_run	Max-cap violations	0	
logic_synthesis	Post-Synthesis Cells	197	
grt	Total GRT Usage	0.0993	
die	die area	15400	um^2
sta	min Tclk post-route	4.62	ns
placed_design	GPL Wtd Cong	0.817	
detailed_routing	via/cell ratio	4.36	
layout	Logic cell area	1200	um^2
die	die height	124	um
grt	initial antenna violation count	0	
setup_path	startpoint types	input pin	
layout	layout cells sized above 1	0.0752	
detailed_routing	antenna diode count	0	
sta	final hold slack	3.10	ns
placed_design	detailed-placement wirelength estimate	6.83	mm
die	fp util	0.127	
logic_synthesis	average size of a mapped cell	6.71	um^2
logic_synthesis	count of unique library cells instantiated by Yosys	45	
power_and_ir_drop	Clk network pwr share	0	
sta	period utilisation layout	0.855	
logic_synthesis	yosys warns	1	
power_and_ir_drop	Worst VDD drop	0.0000348	V
detailed_routing	Residual DRC	0	
setup_path	CP Buf/Inv Count	2	
sta	Worst Max-Slew Pin Slew	0.925	ns
setup_path	slowest CP cell	clkdlybuf4s50_1	
grt	Overflow after GRT	0	
grt	global-route wire length before repair	12.0	mm
power_and_ir_drop	pwr dens	78.6	nW/um^2
detailed_routing	initial DRC count	57	
layout	Layout area overhead	111	%
sta	Sum Neg Setup Slack	0	ns
setup_path	Setup CP Type	input pin to output pin	
power_and_ir_drop	leakage power	1.01	nW
setup_path	CP Capture Type	output pin	
clocking	setup bufs post-CTS	0	
layout	fillcell total	1113	
clocking	Hold-fix buffers, CTS	0	
logic_synthesis	Post-Syn Area	1320	um^2
power_and_ir_drop	Reg power frac	0	
layout	most instantiated logic cell after routing	clkdlybuf4s50_1	
hold_path	Hold WC Path Type	input pin to output pin	
detailed_routing	Post-DRT Antenna Nets	0	
sta	max-slew violations	0	
sta	RSZ-0062 raised after global routing	no	
sta	final setup violation count	0	
detailed_routing	via count	1986	
grt	vias in the first global route	2160	
setup_path	CP max FO	8	
detailed_routing	WL per Instance	17.3	um
die	core box area	10400	um^2
power_and_ir_drop	Gate power share	1.000	
detailed_routing	Final Routed Wirelength	7.87	mm
logic_synthesis	ys cells	197	
layout	registers	0	
setup_path	most used cell, CP	clkdlybuf4s50_1	
layout	CLK BUF	0	
layout	most instantiated logic cells after routing	clkdlybuf4s50_1 (132), nor2_1 (30), mux2i_1 (15), nand2_1 (14), inv_1 (12)	
power_and_ir_drop	net load switching power	78.6	uW
final timing paths:
kind / depth (start not counted) / slack (ns) / to / startpoint
hold / removal: 4 / 3.10 / A[3] / T[3]
setup / recovery: 7 / 0.78 / B[9] / PC[1]
per-layer routing:
metal,track usage,vias up,share of wire,routed length [um]
met5,0,-,0,0
met4,0.00360,0,0.0043,34
met3,0.0321,2,0.10,803
met2,0.167,91,0.46,3630
met1,0.128,877,0.43,3400
li1,-,1016,-,-
cell type report:
type | instances | area share
inverter | 13 | 0.0175
timing repair buffer | 139 | 0.492
tap | 136 | 0.0609
multi-input combinational | 167 | 0.430
per-stage QoR:
stage | total power, mW | std cells | utilization | area [um^2] | worst slack, ns
after detailed placement | 0.222 | 455 | 0.268 | 2790 | 0.780
final | 0.220 | 455 | 0.268 | 2790 | 0.781
after global routing | 0.241 | 455 | 0.268 | 2790 | 0.601
after floorplan | 0.0735 | 197 | - | 1320 | 2.12
after CTS | 0.223 | 455 | 0.268 | 2790 | 0.783
after global placement | 0.221 | 455 | 0.268 | 2790 | 0.816
power groups by stage:
| stage | Sequential [mW] | Clock [mW] | Combinational [mW] |
|---|---|---|---|
| 6_report | 0 | 0 | 0.220 |
| 5_1_grt | 0 | 0 | 0.241 |
| 4_1_cts | 0 | 0 | 0.223 |
cell families after synthesis:
family,after synthesis,share of synthesized area
XOR/XNOR,7,0.0520
AND-OR/OR-AND,61,0.340
multiplexers,20,0.190
AND/OR/NAND/NOR,78,0.316
adder cells (fa/ha/maj),1,0.00946
buffers and inverters,30,0.0927
cell usage after synthesis, types with 2 or more instances:
library cell / count / area (um^2)
a211o_1: 2 / 17.5
a211oi_1: 5 / 37.5
a21oi_1: 11 / 55.1
a221oi_1: 10 / 87.6
a221oi_2: 2 / 30.0
a311o_1: 2 / 20.0
a31oi_1: 10 / 62.6
a41oi_1: 2 / 17.5
and3_1: 3 / 18.8
buf_2: 5 / 25.0
clkbuf_1: 10 / 37.5
inv_1: 12 / 45.0
mux2i_1: 15 / 150
mux4_2: 4 / 90.1
nand2_1: 14 / 52.6
nand3_1: 5 / 25.0
nand4_1: 3 / 18.8
nand4_2: 2 / 25.0
nor2_1: 30 / 113
nor3b_1: 7 / 52.6
nor4_1: 3 / 18.8
nor4_2: 2 / 25.0
o2111ai_1: 2 / 17.5
o21ai_0: 6 / 30.0
o22ai_1: 3 / 18.8
o2bb2ai_1: 2 / 17.5
o311a_1: 2 / 20.0
or3_1: 2 / 12.5
xnor2_1: 4 / 35.0
xor2_1: 2 / 17.5
worst min-delay path: stages:
cell             delay [ns]
clkdlybuf4s50_1        0.39
inv_1                  0.07
o22ai_1                0.07
clkdlybuf4s50_1        0.40
Power figures rest on the tool's default switching activity, not on a simulated workload.
