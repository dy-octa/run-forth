==> flow/design.v <==
`timescale 1ns / 1ps
module alu(
    input signed [15:0] A,
    input signed [15:0] B,
    input [3:0] AluOp,
    output reg [15:0] Res
    );
	always@(*) begin
		case (AluOp)
			1: Res = A + B;
			2: Res = A - B;
			3: Res = A * B;
			4: Res = A / B;
			5: Res = A % B;
			6: Res = A & B;
			7: Res = A | B;
			8: Res = A ^ B;
			9: Res = ~B;
			10: Res = B;
			11: Res = A << B;
			12: Res = A >> B;
			13: Res = (A < B ? {16{1'b1}} : 0);
			14: Res = (A >= B ? {16{1'b1}} : 0);
			15: Res = (A == B ? {16{1'b1}} : 0);
			default: Res = {16{1'bx}};
		endcase
	end
endmodule
==> flow/run.sh <==
#!/bin/bash
# OpenROAD 26Q1-2900-gdf79404cd8, Yosys 0.63+post, stock flow scripts
make -C /OpenROAD-flow-scripts/flow DESIGN_CONFIG=/design/flow/config.mk WORK_HOME=/design/flow/orfs finish
==> flow/config.mk <==
export PLATFORM = sky130hd
export DESIGN_NAME = alu
export DESIGN_NICKNAME = alu
export VERILOG_FILES = /design/flow/design.v
export SDC_FILE = /design/flow/constraint.sdc
export NUM_CORES = 4
export LEC_CHECK = 1
export CORE_UTILIZATION = 50
==> flow/constraint.sdc <==
current_design alu

set clk_period 100.6
set clk_io_pct 0.2

create_clock -name clk0 -period $clk_period

set non_clock_inputs [all_inputs -no_clocks]
set_input_delay [expr $clk_period * $clk_io_pct] -clock clk0 $non_clock_inputs
set_output_delay [expr $clk_period * $clk_io_pct] -clock clk0 [all_outputs]
==> reports/metrics.json <==
{
  "synth": {
    "synth_cells": 2542,
    "ys_seq_frac": 0,
    "yosysCellCount": 2542,
    "post_synth.cell_area_avg_um2": 7.003,
    "synth_cell_type_count": 111,
    "synth_chip_area_um2": 17800,
    "synth.yosys.warnings": 1,
    "mappedNetlistArea_um2": 17800
  },
  "die": {
    "initial_core_util": 0.5115,
    "floorplan.die.height_um": 190.7,
    "die_w_um": 190.7,
    "chipArea_um2": 36360,
    "io_pins": 52,
    "fp-row-count": 68,
    "core_area_um2": 34800
  },
  "layout": {
    "layout-area-overhead-vs-synth_pct": 5.771,
    "multiInputGateArea_um2": 16530,
    "final.clkbuf_count": 0,
    "final_area_um2": 18830,
    "design.seq.count": 0,
    "drive_above_1_share": 0.06888,
    "seq_area_um2": 0,
    "nFillCells": 3416
  },
  "placement": {
    "detailedPlace.worstSlack_ps": 23120,
    "post_dp_cell_area_um2": 18830,
    "hpwl_mm": 58.34,
    "place.gp.congestion": 1.040,
    "io_buffer_count": 52
  },
  "detailed_routing": {
    "ant_nets": 0,
    "dr_total_vias": 19720,
    "sum_of_routed_wire_length_over_all_layers_mm": 74.15,
    "antenna_cells": 0,
    "detailedRoute.firstIterationViolations": 2074,
    "detailedRoute.firstPassIterationCount": 6,
    "wl_per_cell_um": 24.88,
    "viasPerCell": 6.616,
    "route.detailed.drc": 0
  },
  "pwr": {
    "peakVddDrop_uv": 26.96,
    "power.density_cell_area_nw_per_um2": 25.50,
    "static-leakage-power_nw": 8.376
  },
  "critical_path": {
    "critical-path-slowest-cell": "a211oi_1",
    "cpMostUsedCell": "ha_1",
    "crit_arrival_ps": 58170,
    "path_delay_family": "AND-OR/OR-AND gates",
    "crit_path_max_fanout": 40,
    "cp_data_required_time_ps": 80480,
    "critPathBufInv": 10,
    "critical_path.startpoint_type": "primary input",
    "crit_type": "in -> out",
    "max_stage_delay_ps": 710,
    "crit_path_end_kind": "output pin"
  },
  "final_timing": {
    "slew_headroom": 0.3159,
    "final-setup-viol-count": 0,
    "number_of_max_slew_violations_in_the_final_report": 0,
    "grt_setup_unrepaired": "no",
    "period_used_share": 0.7782,
    "fmax_mhz": 12.77,
    "worstMarginPinSlew_ps": 1022,
    "timing.setup.tns_ps": 0,
    "setup_ws_ps": 22310,
    "period_needed_ps": 78290,
    "hold_violations": 0
  },
  "run": {
    "warnings": 67,
    "timing.max_cap.violations": 0
  },
  "clocking": {
    "cts_hold_repair.buffers": 0,
    "cts_post_setup_buffers_inserted": 0,
    "ctsResizeCount": 0
  },
  "global_routing": {
    "global_route.overflow_total": 0,
    "grt_max_degree": 60,
    "grt_pass1_vias": 18230,
    "grt_first_pass_wirelength_mm": 110.9,
    "grt_overall_usage": 0.4141,
    "grt_antenna_before_repair": 0
  },
  "status": {
    "outcome": "finished clean"
  },
  "worst_hold_path": {
    "worstHoldPathType": "in -> out"
  }
}
## report_power, final
part / switching, W / total [W] / internal (W) / leakage, nW
sequential: 0 / 0 / 0 / 0
combinational: 0.000302 / 0.000480 / 0.000178 / 8.38
clock: 0 / 0 / 0 / 0
## final timing paths
path | start | end | cells after the start
worst min-delay path | A[15] | Res[14] | 5
worst max-delay path | B[0] | Res[12] | 137
## through the flow
stage / hold WS (ps) / instances / total power [W] / utilization
CTS: 41610 / 2981 / 0.0004693 / 0.5411
floorplan: 40520 / 2542 / 0.0003338 / -
finish: 41630 / 2981 / 0.0004801 / 0.5411
detailed placement: 41590 / 2981 / 0.0004663 / 0.5411
global placement: 41610 / 2981 / 0.0004655 / 0.5411
global route: 41670 / 2981 / 0.0005202 / 0.5411
## cell usage after synthesis (all sizes together), types with 28 or more instances
cell type	instances	area, µm²
a211oi	37	297.8
a21o	47	352.8
a21oi	181	913.4
buf	44	217.7
clkbuf	86	322.8
fa	82	1642
ha	251	3141
inv	193	724.4
nand2	256	963.4
nand2b	28	175.2
nand3	52	270.3
nor2	295	1112
nor3	71	391.6
o211ai	43	322.8
o21a	35	262.8
o21ai	133	669.4
or3	35	219.0
xnor2	138	1209
xor2	46	402.9
## layout make-up
class                      instances  share of cell area
multi-input combinational       2211              0.8781
timing repair buffer             114             0.05157
inverter                         201             0.04007
tap                              455             0.03024
## cells in the final DEF, fill, tap and decap left out, types with 32 or more instances in the layout
cell	netlist	routed
a211oi_1	33	32
a21o_1	47	47
a21oi_1	179	178
buf_4	1	62
clkdlybuf4s50_1	0	49
fa_1	82	82
ha_1	251	251
inv_1	192	192
nand2_1	255	255
nand3_1	50	50
nor2_1	293	293
nor3_1	65	65
o211ai_1	43	43
o21a_1	35	35
o21ai_0	130	130
or3_1	35	35
xnor2_1	138	136
xor2_1	46	46
## cells by family after synthesis
kind of cell    after synthesis  share of synthesized area
simple gates                891                     0.2387
fa+ha+maj                   333                     0.2686
xor+xnor                    184                    0.09053
mux                          45                    0.03191
compound gates              758                     0.2975
buf+inv                     331                    0.07275
## per-layer routing
metal  part of all wire  GRT usage
met2               0.44     0.6562
met4              0.058     0.1828
met3              0.098    0.08077
met5                  0          0
met1               0.40     0.5482
No activity file was given, so power comes from the tool's default toggle rates.
